`design/flow/run.sh`:
```
#!/bin/bash
# OpenROAD 26Q1-2900-gdf79404cd8, Yosys 0.63+post, stock flow scripts
make -C /OpenROAD-flow-scripts/flow DESIGN_CONFIG=/design/flow/config.mk WORK_HOME=/design/flow/orfs finish
```
`design/flow/config.mk`:
```
export PLATFORM = sky130hd
export DESIGN_NAME = controller
export DESIGN_NICKNAME = controller
export VERILOG_FILES = /design/flow/design.v
export SDC_FILE = /design/flow/constraint.sdc
export NUM_CORES = 4
export LEC_CHECK = 1
export CORE_AREA = 10 10 70 70
export DIE_AREA = 0 0 80 80
export SYNTH_HDL_FRONTEND = slang
```
`design/flow/constraint.sdc`:
```
current_design controller

set clk_period 2.8
set clk_io_pct 0.2

create_clock -name clk0 -period $clk_period

set non_clock_inputs [all_inputs -no_clocks]
set_input_delay [expr $clk_period * $clk_io_pct] -clock clk0 $non_clock_inputs
set_output_delay [expr $clk_period * $clk_io_pct] -clock clk0 [all_outputs]
```
`design/flow/design.v`:
```
module aludec (input  logic [10:0] funct,  
					input  logic [1:0]  aluop,  
					output logic [3:0] alucontrol);  				
	always_comb
		if (aluop == 2'b00) alucontrol = 4'b0010;			 
		else if (aluop == 2'b01) alucontrol = 4'b0111; 	 
		else if((aluop == 2'b10)  & (funct == 11'b10001011000)) alucontrol = 4'b0010;	 
		else if((aluop == 2'b10)  & (funct == 11'b11001011000)) alucontrol = 4'b0110;	 
		else if((aluop == 2'b10)  & (funct == 11'b10001010000)) alucontrol = 4'b0000;	 
		else if((aluop == 2'b10)  & (funct == 11'b10101010000)) alucontrol = 4'b0001;	 
		else alucontrol = 4'b0000;
endmodule
module controller(input logic [10:0] instr,
						output logic [3:0] AluControl,						
						output logic reg2loc, regWrite, AluSrc, Branch,
											memtoReg, memRead, memWrite);
	logic [1:0] AluOp_s;
	maindec 	decPpal 	(.Op(instr), 
							.Reg2Loc(reg2loc), 
							.ALUSrc(AluSrc), 
							.MemtoReg(memtoReg), 
							.RegWrite(regWrite), 
							.MemRead(memRead), 
							.MemWrite(memWrite), 
							.Branch(Branch), 
							.ALUOp(AluOp_s));	
	aludec 	decAlu 	(.funct(instr), 
							.aluop(AluOp_s), 
							.alucontrol(AluControl));
endmodule
module maindec(input logic [10:0] Op,
					output logic Reg2Loc, ALUSrc, MemtoReg, RegWrite, MemRead, MemWrite, Branch,
					output logic [1:0] ALUOp);
	always_comb
		begin
			casez(Op)
				11'b11111000010 : {Reg2Loc, ALUSrc, MemtoReg, RegWrite, MemRead, MemWrite, Branch, ALUOp[1:0]} = 9'b011110000;  
				11'b11111000000 : {Reg2Loc, ALUSrc, MemtoReg, RegWrite, MemRead, MemWrite, Branch, ALUOp[1:0]} = 9'b110001000;  
				11'b10110100??? : {Reg2Loc, ALUSrc, MemtoReg, RegWrite, MemRead, MemWrite, Branch, ALUOp[1:0]} = 9'b100000101;  
				11'b10001011000 : {Reg2Loc, ALUSrc, MemtoReg, RegWrite, MemRead, MemWrite, Branch, ALUOp[1:0]} = 9'b000100010;  
				11'b11001011000 : {Reg2Loc, ALUSrc, MemtoReg, RegWrite, MemRead, MemWrite, Branch, ALUOp[1:0]} = 9'b000100010;  
				11'b10001010000 : {Reg2Loc, ALUSrc, MemtoReg, RegWrite, MemRead, MemWrite, Branch, ALUOp[1:0]} = 9'b000100010;  
				11'b10101010000 : {Reg2Loc, ALUSrc, MemtoReg, RegWrite, MemRead, MemWrite, Branch, ALUOp[1:0]} = 9'b000100010;  
				default : {Reg2Loc, ALUSrc, MemtoReg, RegWrite, MemRead, MemWrite, Branch, ALUOp[1:0]} = '0;
			endcase
		end
endmodule
```
==> ci_impl_report.md <==
### Metrics collected by this job

| Metric | Value |
|---|---|
| Cell Pwr Density | 66.9 nW/um2 |
| Post-Syn Area per Cell | 7.00 um2 |
| Critical path arrival | 2160 ps |
| Antenna diode count | 0 |
| GRT Max-Usage Layer | met2 |
| GRT overflow | 0 |
| Layout cells sized above 1 | 0.104 |
| Maximum number of pins on one net before global-route repair | 6 |
| First-pass GRT wire length | 1230 um |
| Status | finished clean |
| CORE AREA | 3420 um2 |
| Number of DRC markers in iteration 0 | 0 |
| Hold buffer count at CTS | 0 |
| Clkbuf count | 0 |
| CP Capture Type | output pin |
| Vias per inst | 3.06 |
| RD Place Congestion | 0.739 |
| Boundary Pins | 22 |
| Total Neg Setup Slack | 0 ps |
| Leakage power | 0.235 nW |
| Final Util | 0.140 |
| Top cells by count | 3 x inv_1, 3 x nand3_1, 2 x buf_4, 2 x nand3b_1, 2 x nand4b_1 |
| Sw Pwr | 0.0000116 W |
| WS Path Type | primary input to output pin |
| ANT nets after route | 0 |
| Tot GR Track Use | 0.0224 |
| Die area | 6400 um2 |
| MaxCap Viol Count | 0 |
| Area delta synth->final | 153% |
| Vias | 288 |
| Met2 Usage GRT | 0.0433 |
| Cell area leaders | nor4b_4 13%, nand4b_1 9.3%, nand3_1 7.9%, buf_4 7.9%, nand3b_1 7.9% |
| Drt first pass iters | 1 |
| Post-DP HPWL | 742 um |
| FP Core Util | 0.0553 |
| Total Wirelength | 847 um |
| Minimum clock period | 2720 ps |
| M3 GR Usage | 0.00568 |
| Hold WC Path Type | primary input to output pin |
| Synth Warn # | 0 |
| Sw Ratio | 0.363 |
| Unrepaired setup endpoints after global routing | true |
| DRC viols | 0 |
| Flop area | 0 um2 |
| Setup ws final | 75.1 ps |
| Port bufs | 21 |
| FF+latch count | 0 |
| Startpoint types | primary input |
| Final Slew Violations | 0 |
| Post-Place Worst Slack | 1.66 ps |
| Synthesized instance count | 27 |
| Antenna violations before repair | 0 |
| Fin crit share | 0.973 |
| Routed WL per cell | 9.01 um |
| Flop pwr share | 0 |
| Clk pwr share | 0 |
| Largest area contributor in the netlist | nor4b_4 |
| GRT met1 Usage | 0.0250 |
| Internal Dissipation | 0.0000203 W |
| Yosys cell types | 20 |
| Tool warnings | 33 |
| Worst vdd ir | 0.0101 mV |
| Area of the mapped netlist | 189 um2 |
| Seq share, synth | 0 |
| FMAX | 367 MHz |
| End point of the critical path | memtoReg |
| Postcts setup bufs | 0 |
| # Cells Yosys | 27 |
| Post_cts resized | 0 |
| Final setup viols | 0 |
| CP max FO | 5 |
| CP Launch Point | instr[8] |
| Chip Height | 80 um |
| Yosys Chip Area | 189 um2 |
| Data required time of the critical path | 2240 ps |
| Area leader share | 0.126 |
| Comb pwr share | 1.000 |
| Final hold viol count | 0 |
| Die X | 80 um |
| Core Rows | 21 |
| Vias in the first global route | 282 |
[stage by stage]
stage	area, um2	power, W	instances	hold slack, ps
floorplan	189	0.00000880	27	1150
global placement	457	0.0000315	94	2130
detailed placement	457	0.0000316	94	2130
CTS	457	0.0000318	94	2140
global route	478	0.0000345	94	1660
finish	478	0.0000320	94	1590
[cells in the final DEF (no fill, tap or decap)]
master / n
a21boi_1: 1
a21oi_1: 1
and3b_1: 1
and4b_1: 1
buf_4: 2
clkdlybuf4s50_1: 15
conb_1: 1
dlymetal6s2s_1: 6
inv_1: 3
nand2_1: 1
nand2_2: 1
nand3_1: 3
nand3b_1: 2
nand4_1: 1
nand4b_1: 2
nor2_1: 1
nor2b_1: 1
nor3b_1: 1
nor3b_4: 1
nor4b_4: 1
o21ai_0: 1
o21ai_1: 1
[power by group through the flow]
stage	logic, W	registers [W]	clock network (W)
finish	0.0000320	0	0
CTS	0.0000318	0	0
global route	0.0000345	0	0
[worst min-delay path by stage]
stage / from / end / slack [ps] / cells after the start
global route: instr[6] / reg2loc / 1660 / 4
finish: instr[6] / reg2loc / 1590 / 4
CTS: instr[9] / AluControl[2] / 2140 / 4
[area by class of cell]
| cell class | instances | area (um2) |
|---|---|---|
| Tap cell | 46 | 57.6 |
| Timing Repair Buffer | 23 | 240 |
| Fill cell | 388 | 2940 |
| Inverter | 3 | 11.3 |
| Multi-Input combinational cell | 22 | 169 |
[logic make-up after synthesis]
kind of cell	share of synthesized area
AND/OR/NAND/NOR	0.722
buffers and inverters	0.139
other	0.0198
AND-OR/OR-AND	0.119
[critical path, cell delays in order]
cell and delay (ps):
clkdlybuf4s50_1 510, and3b_1 270, nand4_1 170, nor2_1 170
clkdlybuf4s50_1 480
[routing by layer]
| layer | share of wire | wire [um] |
|---|---|---|
| met5 | 0 | 0 |
| met4 | 0 | 0 |
| met2 | 0.48 | 406 |
| met1 | 0.38 | 326 |
| met3 | 0.13 | 114 |
Power and IR drop assume default switching activity.
