[flow/design.v]
module imem #(parameter N = 32)
	(input logic [5:0] addr,
	output logic [N-1:0] q);
	always_comb
		begin
			logic [N-1:0] ROM [0:63];
			ROM [0:63] = '{default: '0};
			ROM [0:46] ='{32'hf8000001,
				32'hf8008002,
				32'hf8000203,
				32'h8b050083,
				32'hf8018003,
				32'hcb050083,
				32'hf8020003,
				32'hcb0a03e4,
				32'hf8028004,
				32'h8b040064,
				32'hf8030004,
				32'hcb030025,
				32'hf8038005,
				32'h8a1f0145,
				32'hf8040005,
				32'h8a030145,
				32'hf8048005,
				32'h8a140294,
				32'hf8050014,
				32'haa1f0166,
				32'hf8058006,
				32'haa030166,
				32'hf8060006,
				32'hf840000c,
				32'h8b1f0187,
				32'hf8068007,
				32'hf807000c,
				32'h8b0e01bf,
				32'hf807801f,
				32'hb4000040,
				32'hf8080015,
				32'hf8088015,
				32'h8b0103e2,
				32'hcb010042,
				32'h8b0103f8,
				32'hf8090018,
				32'h8b080000,
				32'hb4ffff82,
				32'hf809001e,
				32'h8b1e03de,
				32'hcb1503f5,
				32'h8b1403de,
				32'hf85f83d9,
				32'h8b1e03de,
				32'h8b1003de,
				32'hf81f83d9,
				32'hb400001f
			};
			q = ROM[addr];
		end
endmodule
[flow/run.sh]
#!/bin/bash
# OpenROAD 26Q1-2900-gdf79404cd8, Yosys 0.63+post, stock flow scripts
make -C /OpenROAD-flow-scripts/flow DESIGN_CONFIG=/design/flow/config.mk WORK_HOME=/design/flow/orfs finish
[flow/config.mk]
export PLATFORM = sky130hd
export DESIGN_NAME = imem
export DESIGN_NICKNAME = imem
export VERILOG_FILES = /design/flow/design.v
export SDC_FILE = /design/flow/constraint.sdc
export NUM_CORES = 4
export LEC_CHECK = 1
export CORE_AREA = 10 10 91 91
export DIE_AREA = 0 0 101 101
export SYNTH_HDL_FRONTEND = slang
[flow/constraint.sdc]
current_design imem

set clk_period 3.0
set clk_io_pct 0.2

create_clock -name clk0 -period $clk_period

set non_clock_inputs [all_inputs -no_clocks]
set_input_delay [expr $clk_period * $clk_io_pct] -clock clk0 $non_clock_inputs
set_output_delay [expr $clk_period * $clk_io_pct] -clock clk0 [all_outputs]
==> flow_metrics.py <==
# Physical implementation metrics
metrics = {
    "timing": {
        "grt_setup_unrepaired": "yes",
        "finalCritPeriodShare_pct": 99.3,
        "period_needed_ns": 2.98,
        "tightest_slew_ns": 0.358,
        "hold_viol": 0,
        "maxSlewHeadroom_pct": 76.0,
        "fmax_mhz": 336,
        "holdWs_ns": 1.70,
        "slew_viol_final": 0,
        "setup_viol": 0,
    },
    "detailed_routing": {
        "dr.pass1.iters": 4,
        "post_drt_wl_per_cell_um": 18.0,
        "drtIter0Drc": 221,
        "vias_per_cell": 5.50,
        "vias": 2239,
        "antenna_cells": 0,
        "drc": 0,
        "drtAntennaViolNets": 0,
        "routed_wl_um": 7330,
    },
    "floorplan": {
        "io_pins": 38,
        "fp.dieW_um": 101,
        "die-area_um2": 10200,
        "fp_util_pct": 23.0,
        "fp.dieH_um": 101,
        "core_um2": 6350,
        "rows": 29,
    },
    "place": {
        "dp_hpwl_um": 5290,
        "dpl-instance-area_um2": 2430,
        "port_buffers": 38,
        "gp_congestion": 0.962,
    },
    "power": {
        "irDropWorstVdd_uv": 76.1,
        "power.switching_w": 0.000197,
        "swShare_pct": 45.2,
        "p_comb_share_pct": 100.0,
        "p_leak_nw": 1.31,
        "clkPwrFrac_pct": 0,
        "p_int_w": 0.000239,
        "p_seq_share_pct": 0,
        "p_per_area_nw_per_um2": 152,
    },
    "synth": {
        "topCellsByArea": "ha_1 (10%), a21oi_1 (7.2%), o21ai_1 (5.5%)",
        "ys_seq_share_pct": 0,
        "top_cell_area_share_pct": 10.3,
        "synth_cells": 229,
        "top_cells_by_count": "a21oi_1 (21), nand2_1 (19), nor2_1 (16), o21ai_1 (16), ha_1 (12)",
        "synth_top_cell_by_area": "ha_1",
        "yosys.cell_count.top_type": "a21oi_1",
        "syn_area_um2": 1460,
        "synth_warnings": 0,
        "yosys_area_um2": 1460,
        "synth.distinct_cells": 51,
        "ys_cells": 229,
        "syn_area_per_cell_um2": 6.39,
    },
    "finish": {
        "flop-count": 0,
        "layout-drive-gt1-share_pct": 42.7,
        "nClkBuffers": 0,
        "n_fill_cell": 588,
        "syn2layout_area_growth_pct": 97.0,
        "post-route-cell-area_um2": 2880,
        "flop_area_um2": 0,
    },
    "setup_path": {
        "arrival_ns": 2.38,
        "cp_max_fo": 6,
        "crit_path_start_kind": "input pin",
        "cp-startpoint": "addr[0]",
        "end_kind": "output pin",
        "worstPathRequired_ns": 2.40,
        "critPathKind": "input pin to output pin",
    },
    "global_routing": {
        "grt_max_degree": 14,
        "antenna_found_initial": 0,
        "track_usage_pct": 13.7,
        "grt_pass1_vias": 2229,
        "overflow": 0,
        "grt_pass1_wl_um": 11600,
    },
    "flow_run": {
        "cap_violations": 0,
        "tool_warnings": 42,
    },
    "status": {
        "status": "complete, no violations",
    },
    "clock_tree": {
        "postCtsHoldBufs": 0,
    },
    "hold_path": {
        "worstHoldStart": "addr[5]",
        "hp-class": "input pin to output pin",
        "hold_depth": 4,
    },
}
## worst max-delay path, stage by stage
cell and delay (ns):
clkdlybuf4s15_2 0.21, inv_2 0.06, buf_6 0.14, ha_4 0.18, mux2_1 0.31, o211ai_1 0.19
o21ai_2 0.10, a21o_1 0.18, clkdlybuf4s50_1 0.40
## placed cells by master (no fill, tap or decap), drive strengths merged, types with 2 or more instances in the layout
master,synthesis,layout
buf,21,91
o21ai,23,23
clkdlybuf4s50,0,22
a21oi,21,21
nand2,19,19
nor2,16,16
ha,12,12
nor2b,10,10
nand2b,9,9
inv,9,9
dlymetal6s2s,0,8
mux2i,7,7
o211ai,6,6
o22ai,5,5
a221o,4,4
dlygate4sd2,0,4
a31oi,4,4
nand3,4,4
a221oi,4,4
clkdlybuf4s15,0,4
o31ai,3,3
a21o,3,3
a22oi,3,3
nor3,3,3
a211oi,3,3
o211a,2,2
nor3b,2,2
a32oi,2,2
nand3b,2,2
and3,2,2
o221ai,2,2
a311o,2,2
bufbuf,0,2
## final cells by class
class	count	area, µm²	area share [%]
tap	77	96.3	3.34
inverter	9	38.8	1.35
multi-input combinational	190	1510	52.4
timing repair buffer	131	1240	42.9
## routing by layer
layer / global-route usage (%) / share of wire [%] / wire (µm)
met5: 0 / 0 / 0
met2: 21.6 / 46 / 3370
met1: 18.4 / 42 / 3100
met3: 2.98 / 8.9 / 655
met4: 3.54 / 2.9 / 209
## path summary, 6_finish.rpt
| path | to | slack [ns] |
|---|---|---|
| setup / recovery | q[15] | 0.02 |
| hold / removal | q[9] | 1.70 |
## metrics by stage
step	setup slack, ns	setup TNS [ns]	total power [W]	utilization (%)	instances
5_1_grt	-0.0330	-0.105	0.000471	45.4	407
2_1_floorplan	0.331	0	0.000158	-	229
3_3_place_gp	-0.455	-10.57	0.000369	38.3	396
3_5_place_dp	-0.455	-10.82	0.000366	38.3	396
6_report	0.0199	0	0.000437	45.4	407
4_1_cts	0.000897	0	0.000416	43.1	403
## power by group through the flow
| stage | sequential [W] | combinational, W | clock, W |
|---|---|---|---|
| 6_report | 0 | 0.000437 | 0 |
| 5_1_grt | 0 | 0.000471 | 0 |
| 4_1_cts | 0 | 0.000416 | 0 |
## cells by family (layout without fill, tap and decap cells)
group | after synthesis | after routing | share of synthesized area (%)
buffers and inverters | 39 | 140 | 13.9
multiplexers | 8 | 8 | 5.56
AND/OR/NAND/NOR | 70 | 70 | 23.8
adder cells (fa/ha/maj) | 12 | 12 | 10.3
AND-OR/OR-AND | 100 | 100 | 46.5
## timing repair
| item | 4_1_cts | 5_1_grt |
|---|---|---|
| resized | 57 | 32 |
| setup buffers | 5 | 4 |
| gates cloned | 2 | 0 |
| pin swaps | 10 | 5 |
| endpoints found under the setup margin | 31 | 23 |
No activity file was given, so power comes from the tool's default toggle rates.
